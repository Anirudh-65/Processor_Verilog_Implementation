## design/flow/config.mk

```make
export PLATFORM = sky130hd
export DESIGN_NAME = accumulator
export DESIGN_NICKNAME = accumulator
export VERILOG_FILES = /design/flow/design.v
export SDC_FILE = /design/flow/constraint.sdc
export NUM_CORES = 4
export LEC_CHECK = 1
export CORE_AREA = 10 10 93 93
export DIE_AREA = 0 0 103 103
```

## design/flow/design.v

```verilog
`timescale 1ns / 1ps
module accumulator(
    input clk,
    input rst,
    input acc_ld,
    input ext_ld,
    input cb_ld,
    input [7:0] acc_in,
    input [7:0] ext_in,
    input cb_in,
    output reg [7:0] acc,
    output reg [7:0] ext,
    output reg cb
);
    always @(posedge clk or posedge rst) begin
        if (rst) begin
            acc <= 8'b0;
            ext <= 8'b0;
            cb  <= 1'b0;
        end else begin
            if (acc_ld) acc <= acc_in;
            if (ext_ld) ext <= ext_in;
            if (cb_ld)  cb  <= cb_in;
        end
    end
endmodule
```

## design/flow/constraint.sdc

```tcl
current_design accumulator

set clk_period 1.0
set clk_io_pct 0.2

create_clock -name clk0 -period $clk_period [get_ports {clk}]

set non_clock_inputs [all_inputs -no_clocks]
set_input_delay [expr $clk_period * $clk_io_pct] -clock clk0 $non_clock_inputs
set_output_delay [expr $clk_period * $clk_io_pct] -clock clk0 [all_outputs]
```

## design/flow/run.sh

```bash
#!/bin/bash
# OpenROAD 26Q1-2900-gdf79404cd8, Yosys 0.63+post, stock flow scripts
make -C /OpenROAD-flow-scripts/flow DESIGN_CONFIG=/design/flow/config.mk WORK_HOME=/design/flow/orfs finish
```

==> out/results.txt <==
Clock Tree Root: clkbuf_8
Mean post-synth cell area: 19.00 um^2
H-tree depth: 1
Fin. Hold Viols: 0
CP Cell Sequence: buf_2
Fin area: 1200 um^2
Startpoint Class: flop
Syn Inst Count: 37
Worst EP arrival: 760 ps
Cell type with the largest total area: dfrtp_1
# Cells Yosys: 37
Unique masters post-synth: 5
Die y size: 103 um
Clk latency late pin: 250 ps
Post-route ant nets: 0
Synth flops: 17
Post-route clock period utilization: 95.75%
Die width: 103 um
Init Core Util: 10.41%
Die area: 10,610 um^2
Vias in the first global route: 521
Kind of end point of the critical path: output pin
Critical-path top delay cell: dfrtp_1
Top_reg_cell synth: dfrtp_1
CTS clk-pin slew, worst paths: 60 ps
HP Class: in -> async
MaxCap Viol Count: 0
EDFF count, synth: 0
Global placer's final weighted congestion: 0.6852
Post-place setup slack: -269.5 ps
Worst Path Required: 800 ps
Initial antenna violation count: 0
Count leader, synth: dfrtp_1
Setup CP Type: reg -> out
Final Max Tran Viols: 0
First-pass GRT wire length: 2511 um
Number of OpenROAD warnings: 25
Hpwl dp: 1364 um
Synth async-reset ratio: 100.0%
Layout cell share with drive strength beyond 1: 51.81%
GRT overflow: 0
RSZ-0062 raised after global routing: no
Setup slack after layout: 42.54 ps
Critical path's largest stage delay: 390 ps
Drc violations: 0
Top cells by area: dfrtp_1 (60%), mux2_4 (34%), buf_6 (3.2%)
Core Rows: 30
Area grow syn2layout: 70.64%
Vias per inst: 2.656
Router iterations before antenna repair: 2
GRT Total Usage: 3.071%
Hold_buf cts: 0
Detailed Route WL: 1661 um
Yosys stat chip area: 703.2 um^2
CP bufs+invs: 1
Crit path max-delay family: flip-flops
Port bufs: 38
Final tally of setup violations: 0
Final Util: 17.76%
Fmax: 1.044 GHz
Post-DP Area: 1216 um^2
Max-area cell share: 60.50%
Post-Layout Cell Count: 163
Post-synth seq share: 60.50%
Cell Pwr Density: 1333 nW/um^2
Wire per inst: 10.19 um
Via count: 433
Clock Tree Buf Depth: 2
Worst-Margin Slew: 121.8 ps
Clock sink count: 17
Ant diodes: 0
Setup Skew: 0 ps
Rel. slew slack: 91.87%
Period minus WS final: 957.5 ps
Core area: 6756 um^2
TritonCTS clock tree: done
Leak: 0.5696 nW
TritonCTS Buffers: 3
R2R setup slack: 130 ps
Maximum number of pins on one net before global-route repair: 18
DRT iter0 DRCs: 2
Ys Warns: 1
Crit-path max FO: 2
Status: completed
IR drop worst, VDD: 0.4687 mV
Placed cell count: 157
Filler Cells Inserted: 741
Leading cell types by count after synthesis: dfrtp_1 (17), mux2_4 (16), buf_6 (2), inv_1 (1), mux2_2 (1)
Netlist Area Pre-Place: 703.2 um^2
Boundary pin count: 39
TNS Setup: 0 ps
-- cells by family (layout without fill, tap and decap cells) --
logic type,Yosys count,in the layout,synth area share [%]
buffers and inverters,3,49,3.736
flip-flops,17,17,60.50
multiplexers,17,17,35.76
-- area by class of cell --
class	count	area [um^2]	area share [%]
Sequential cell	17	425.4	35.45
Timing Repair Buffer	44	374.1	31.18
Multi-Input combinational cell	17	251.5	20.96
Tap cell	80	100.1	8.342
Clock buffer	4	45.04	3.754
Inverter	1	3.754	0.3128
-- worst register-to-register path: cells and delay by family, from the launching register on --
kind | cells | cell delay (ps)
flip-flops | 1 | 370
multiplexers | 1 | 250
buffers and inverters | 1 | 130
-- routing by layer --
layer / track usage (%) / vias up / routed length, um
met4: 0 / 0 / 0
met1: 3.656 / 177 / 769
met2: 3.754 / 37 / 500
met5: 0 / - / 0
met3: 3.521 / 0 / 390
li1: - / 219 / -
-- sequential cells by signal (all words and copies together) (netlist names) --
signal and count:
acc 8, ext 8, cb 1
-- worst paths after layout --
check / from / end / cells after the start
setup / recovery: acc[3]$_DFFE_PP0P_ / acc[3] / 1
hold / removal: rst / acc[1]$_DFFE_PP0P_ / 3
setup reg to reg: ext[5]$_DFFE_PP0P_ / ext[5]$_DFFE_PP0P_ / 2
hold reg to reg: ext[3]$_DFFE_PP0P_ / ext[3]$_DFFE_PP0P_ / 1
max in group asynchronous: rst / ext[5]$_DFFE_PP0P_ / 3
min in group clk0: ext_ld / ext[5]$_DFFE_PP0P_ / 3
-- power by group --
part           total (mW)  internal (mW)  switching (mW)  leakage [nW]
clock               0.488          0.282           0.206        0.0228
combinational       0.318          0.243          0.0756         0.348
sequential          0.793          0.757          0.0356         0.199
total                1.60           1.28           0.318         0.570
-- placed cells by master (no fill, tap or decap) --
cell type / synthesis / layout
clkdlybuf4s50_1: 0 / 19
dfrtp_1: 17 / 17
mux2_4: 16 / 16
buf_2: 0 / 15
clkbuf_8: 0 / 3
buf_4: 0 / 3
dlymetal6s2s_1: 0 / 2
clkbuf_2: 0 / 2
buf_12: 0 / 2
inv_1: 1 / 1
mux2_2: 1 / 1
clkbuf_1: 0 / 1
buf_6: 2 / 1
-- metrics by stage --
step           total power, mW  hold slack [ps]
6_report                 1.599            269.7
3_5_place_dp             1.186            493.0
4_1_cts                  1.636            277.9
5_1_grt                  1.711            277.9
3_3_place_gp             1.189            491.9
2_1_floorplan           0.9233            126.1
-- what timing repair did --
action | in CTS | in global routing
setup endpoints to repair | 17 | 17
resized | 49 | 5
setup buffers | 2 | 0
hold endpoints to repair | 0 | 0
Power figures rest on the tool's default switching activity, not on a simulated workload.
